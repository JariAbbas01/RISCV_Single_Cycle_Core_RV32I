==> /design/flow/design.v <==
module ALU(A, B,ALU_Control, Result, zeroFlag, negativeFlag, carryFlag, overflowFlag, branch_out);
input [31:0] A,B;
input [2:0] ALU_Control;
output [31:0] Result;
output zeroFlag,negativeFlag,carryFlag,overflowFlag, branch_out;
wire [31:0] A_AND_B, A_OR_B, NOT_B, MUX_1, SUM, SLT, MUX_2, XOR;
wire carry_out;
assign A_AND_B = A & B;
assign A_OR_B = A | B;
assign NOT_B = ~B;
assign XOR = A ^ B;
assign branch_out = (ALU_Control == 3'b110) ? (A==B) : 1'b0;
assign MUX_1 = (ALU_Control[0] == 1'b0) ? B : NOT_B;
assign {carry_out, SUM} = A + MUX_1 + ALU_Control[0];
assign SLT = {31'b0000000000000000000000000000000, SUM[31]};
assign MUX_2 = (ALU_Control == 3'b000) ? SUM : 
                (ALU_Control == 3'b001) ? SUM : 
                (ALU_Control == 3'b010) ? A_AND_B : 
                (ALU_Control == 3'b011) ? A_OR_B : 
                (ALU_Control == 3'b101) ? SLT :  
                (ALU_Control == 3'b111) ? XOR : 32'h00000000; 
assign Result = MUX_2;
assign zeroFlag = &(~Result);
assign negativeFlag = Result[31];
assign carryFlag = carry_out & (~(ALU_Control[1]));
assign overflowFlag = (A[31] ^ SUM[31]) & (~(A[31] ^ B[31] ^ ALU_Control[0])) & (~ALU_Control[1]);
endmodule
==> /design/flow/run.sh <==
#!/bin/bash
# OpenROAD 26Q1-2900-gdf79404cd8, Yosys 0.63+post, stock flow scripts
make -C /OpenROAD-flow-scripts/flow DESIGN_CONFIG=/design/flow/config.mk WORK_HOME=/design/flow/orfs finish
==> /design/flow/config.mk <==
export PLATFORM = sky130hd
export DESIGN_NAME = ALU
export DESIGN_NICKNAME = ALU
export VERILOG_FILES = /design/flow/design.v
export SDC_FILE = /design/flow/constraint.sdc
export NUM_CORES = 4
export LEC_CHECK = 1
export CORE_UTILIZATION = 30
==> /design/flow/constraint.sdc <==
current_design ALU

set clk_period 14.1
set clk_io_pct 0.2

create_clock -name clk0 -period $clk_period

set non_clock_inputs [all_inputs -no_clocks]
set_input_delay [expr $clk_period * $clk_io_pct] -clock clk0 $non_clock_inputs
set_output_delay [expr $clk_period * $clk_io_pct] -clock clk0 [all_outputs]
==> run summary <==
Flow results are below.

- The flow ran to the end, and the final reports show no timing, DRC or antenna violations.
- The worst path uses about three quarters of the clock period.
- In this run the tool buffered the top-level ports with 104 buffer cells.
- The switching share of power is 54.0%, for reference.
- The cell area after layout is 0.00567 mm², for reference.
- The shortest period the worst path allows is 10520 ps, for reference.
- The part of the total power dissipated in combinational logic is 100.0%, for reference.
- The final worst setup slack is 3580 ps, for reference.
- Entering global routing, the biggest net connects 34 pins.
- The count of distinct cell types in the synthesized netlist is approximately 75, for reference.
- For the pin with the worst max-slew slack, the measured transition is 733 ps.
- The synthesized netlist occupies a cell area of 0.00450 mm².
- The report counts max-capacitance violations totalling 0.
- The sequential fraction of design power is 0%, for reference.
- The via count of the first global-routing pass is 4623, for reference.
- The antenna cell count is 0, for reference.
- The routed wire length is 14800 µm, for reference.
- The clock network accounts for 0% of the total power.
- From synthesis to final layout, the design area changed by 26.1%.
- The total half-perimeter wirelength after legalization and detailed placement is 11900 µm, for reference.
- Yosys reports a chip area of 0.00450 mm².
- The total DRC errors in the routed layout is 0, for reference.
- The kind of start point of the critical path is a primary input, for reference.
- Endpoints with negative setup slack in the final report add up to 0.
- Once the clock tree was built, the resizer swapped 0 gates to a different size.
- The buffers inserted during post-CTS setup optimization is 0, for reference.
- After global routing the overflow that remains totals 0.
- The critical path start-end classification is primary input to output port, for reference.
- The maximum fanout along the worst path is 31, for reference.
- The die outline width is 124 µm, for reference.
- The routed design shows a via density per instance of 5.35.
- The fraction of layout cells with a size suffix above 1 is 3.26%, for reference.
- IR analysis of the VDD net gives a maximum drop of 0.0165 mV.
- The post-placement worst setup slack is 3580 ps, for reference.
- Row generation in the floorplan step produced about 44 rows.
- The routed wirelength normalized by instance count is 16.1 µm, for reference.
- The critical path goes through buf_2, buf_4, xor2_1, inv_1, fa_1, nor2b_1, o21a_1, nor2_1, xnor2_1, a2111o_1, or4_1, or4b_1, and4bb_1, nand4b_1, nor4_2, clkdlybuf4s50_1.
- The synthesized netlist cell count is 659, for reference.
- Dividing the synthesized area by the synthesized cell count gives a little under 7 µm².
- In the final layout, the fill cell count is 1540.
- The maximum single-stage delay on the critical path is 560 ps, for reference.
- Setup repair after global routing left no endpoint under its margin.
- The first global-routing pass estimated 24100 µm of wire.
- The fmax is between 90 and 100 MHz, for reference.
- Overall routing resource usage recorded by global route was 19.1%.
- Sequential cells were found to cover 0% of the synthesized design area.
- Once the floorplan was initialized, standard cells occupied 30.8% of the core.
- The final layout reports a setup TNS of 0 ps.
- The net switching power is between 0.1 and 0.15 mW, for reference.
- In this run the vertical extent of the chip is 124 µm.
- Counting endpoints that fail hold in the final report gives 0.
- Per the OpenROAD floorplan log, the area of the die is roughly 0.015 mm².
- The class of the worst hold path is primary input to output port, for reference.
- The number of antenna violations at the first check in global routing came to 0.
- The final hold slack is 6620 ps, for reference.
- The pre-antenna-repair detailed-routing pass consisted of 4 iterations.
- The utilization after layout is just under 40%, for reference.
- The placed cell area is 0.00567 mm², for reference.
- The count of routing violations after the opening detailed-route iteration is between 300 and 400, for reference.
- There are 0 flip-flops and latches.
- The count of pins over their slew limit is 0, for reference.
- The critical path's slowest cell is buf_2, for reference.
- The count of instantiated cells in the yosys netlist is 659, for reference.
- The OpenROAD report gives the critical path a required time of 11280 ps.
- The combined flip-flop and latch cell area is 0 µm², for reference.
- The layout clock buffer count is 0, for reference.
- According to the timing report, the arrival time at the worst endpoint equals 7700 ps.
- The internal power summed over all cells is around 0.12 mW, for reference.
- The total area inside the core boundary comes to about 0.015 mm².
- 104 I/O pins were placed.
- The post-route antenna net violation count is 0, for reference.
- The number of vias after detailed routing is 4928, for reference.
- Buffers inserted to repair hold after CTS numbered 0.
- The total number of yosys warnings is 0, for reference.
- The worst setup path is captured at an output port.
- The total power per unit cell area is 44.9 mW/mm², for reference.
- The analysis attributes to cell leakage a power of 2.65 nW.
- The count of warning messages emitted by the tools is roughly 64, for reference.
- The worst relative slew slack is 51.1%, for reference.
- The weighted congestion reported at the end of routability-driven placement is 0.957, for reference.
==> stage by stage <==
stage	instances	total power [mW]
global route	921	0.284
global placement	921	0.255
detailed placement	921	0.253
CTS	921	0.254
finish	921	0.255
floorplan	659	0.156
==> power by group through the flow <==
stage / Clock (mW) / Sequential [mW] / Combinational, mW
4_1_cts: 0 / 0 / 0.254
5_1_grt: 0 / 0 / 0.284
6_report: 0 / 0 / 0.255
==> cell usage after synthesis, types with 3 or more instances <==
cell	count	area (µm²)
a31oi_1	3	18.8
nand4_1	13	81.3
o22a_1	7	61.3
or3_1	4	25.0
nor4_1	14	87.6
o211ai_1	7	52.6
a21o_1	11	82.6
nor2_2	3	18.8
mux2i_1	16	160
nand2b_1	6	37.5
nor2_1	33	124
o22ai_1	6	37.5
clkbuf_1	23	86.3
ha_1	95	1190
nand2_1	52	195
o31ai_1	5	37.5
xor2_1	39	342
nor3_1	17	85.1
o21ai_1	4	20.0
a21oi_1	61	305
buf_2	3	15.0
o21a_1	4	30.0
o21ai_0	34	170
nor2b_1	3	18.8
inv_1	92	345
a211oi_1	8	60.1
xnor2_1	11	96.3
a22oi_1	10	75.1
buf_1	5	18.8
nand3_1	6	30.0
and3_1	6	37.5
==> worst max-delay path, delay by kind of cell <==
| kind | cells | cell delay [ps] |
|---|---|---|
| AND/OR/NAND/NOR | 7 | 1920 |
| buffers and inverters | 4 | 1620 |
| AND-OR/OR-AND | 2 | 570 |
| adder cells (fa/ha/maj) | 1 | 400 |
| XOR/XNOR | 2 | 380 |
==> per-layer routing <==
layer	vias up	track usage (%)	wire [µm]
li1	2513	-	-
met1	2250	27.8	6930
met2	151	30.9	6620
met3	14	1.97	1020
met4	0	2.98	259
met5	-	0	0
==> cell type report <==
cell class                      count  area, µm²  area share [%]
Inverter                           92        345            6.09
Tap cell                          184        230            4.06
Multi-Input combinational cell    533       4000            70.6
Timing Repair Buffer              112       1090            19.3
==> worst paths after layout <==
kind | to | cells after the start | start
min | Result[2] | 4 | ALU_Control[0]
max | zeroFlag | 16 | ALU_Control[0]
==> cell usage in the layout, fill, tap and decap left out, drive strengths merged, types with 8 or more instances in the layout <==
master,instances
a22oi,11
buf,10
ha,95
nor2,36
nand4,13
mux2i,17
a21o,11
a21oi,61
xnor2,11
nor3,18
clkdlybuf4s50,102
nor4,15
a211oi,8
o21ai,39
xor2,39
nand2,52
inv,92
==> logic make-up after synthesis <==
logic type | count (synthesis) | share of synthesized area (%)
mux | 17 | 4.06
simple gates | 174 | 19.7
buf+inv | 126 | 11.0
fa+ha+maj | 96 | 26.9
xor+xnor | 50 | 9.74
compound gates | 196 | 28.6
No activity file was given, so power comes from the tool's default toggle rates.
